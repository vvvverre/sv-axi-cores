$ cat flow/config.mk
export PLATFORM = sky130hd
export DESIGN_NAME = axis_packetizer
export DESIGN_NICKNAME = axis_packetizer
export VERILOG_FILES = /design/flow/design.v
export SDC_FILE = /design/flow/constraint.sdc
export NUM_CORES = 4
export LEC_CHECK = 1
export CORE_UTILIZATION = 30
$ cat flow/constraint.sdc
current_design axis_packetizer

set clk_period 3.6
set clk_io_pct 0.2

create_clock -name clk0 -period $clk_period [get_ports {aclk}]

set non_clock_inputs [all_inputs -no_clocks]
set_input_delay [expr $clk_period * $clk_io_pct] -clock clk0 $non_clock_inputs
set_output_delay [expr $clk_period * $clk_io_pct] -clock clk0 [all_outputs]
$ cat flow/design.v
`timescale 1ns / 1ps
`default_nettype none
module axis_packetizer #
(
    parameter DATA_WIDTH = 16,
    parameter COUNTER_WIDTH = 16,
    parameter OPT_REGISTER = 0
)
(
    input  wire                             aclk,
    input  wire                             aresetn,
    input  wire [COUNTER_WIDTH-1:0]         frame_length,
    input  wire [DATA_WIDTH-1:0]            s_axis_tdata,
    input  wire                             s_axis_tvalid,
    output wire                             s_axis_tready,
    output reg  [DATA_WIDTH-1:0]            m_axis_tdata,
    output reg                              m_axis_tvalid,
    output reg                              m_axis_tlast,
    input  wire                             m_axis_tready
);
reg  [COUNTER_WIDTH-1:0]    int_frame_length = 0;
reg  [COUNTER_WIDTH-1:0]    counter = 0;
always_ff @(posedge aclk)
    if (counter == 0)
        int_frame_length <= frame_length - 1;
always_ff @(posedge aclk)
    if (!aresetn)
        counter <= 0;
    else if (m_axis_tvalid && m_axis_tready && m_axis_tlast)
        counter <= 0;
    else if (m_axis_tvalid && m_axis_tready)
        counter <= counter + 1;
generate if (OPT_REGISTER == 0) begin : COMBINATORIAL
    assign m_axis_tdata = s_axis_tdata;
    assign m_axis_tvalid = s_axis_tvalid;
    assign m_axis_tlast = (counter == int_frame_length);
    assign s_axis_tready = m_axis_tready;
end else begin : REGISTERED
    wire [DATA_WIDTH-1:0]   buf_tdata;
    wire                    buf_tvalid;
    wire                    stall;
    assign stall = m_axis_tvalid && !m_axis_tready;
    axis_skid_buffer 
    #(
        .DATA_WIDTH(DATA_WIDTH)
    ) buffer (   
        .aclk(aclk), 
        .aresetn(aresetn), 
        .s_axis_tdata(s_axis_tdata), 
        .s_axis_tvalid(s_axis_tvalid), 
        .s_axis_tready(s_axis_tready), 
        .m_axis_tdata(buf_tdata),
        .m_axis_tvalid(buf_tvalid),
        .m_axis_tready(!stall)
    );
    always_ff @(posedge aclk)
        m_axis_tvalid <= aresetn && (stall || buf_tvalid);
    always_ff @(posedge aclk)
        if (!stall)
            m_axis_tdata <= buf_tdata;
end endgenerate
endmodule
`default_nettype wire
$ cat flow/run.sh
#!/bin/bash
# OpenROAD 26Q1-2900-gdf79404cd8, Yosys 0.63+post, stock flow scripts
make -C /OpenROAD-flow-scripts/flow DESIGN_CONFIG=/design/flow/config.mk WORK_HOME=/design/flow/orfs finish
==> flow_summary.toml <==
# implementation run metrics
[run_status]
outcome = "finished, final reports clean"

[place]
dpl.hpwl_um = 2260
placed_cells = 265
portBuffers = 22
gp_congestion = 0.774
dp_slack_ns = 0.967

[clocking]
cts_buffers = 5
clk_latency_ns = 0.28
htreeDepth = 2
cts_resized = 0
cts_tree = "yes"
clk_pin_slew_ns = 0.06
clock-root-buffer = "clkbuf_8"
clk_path_buf_depth = 2
clock-sinks = 32
postCtsSetupBuffers = 0
ctsHoldBuffers = 0

[cells_and_area]
register_area_um2 = 801
synthToLayoutAreaGrowth_pct = 13.4
num-fill-cells = 588
layout-drive-gt1-share_pct = 7.58
logic_area_um2 = 875
stdcell_count = 273

[sta]
worst_pin_slew_ns = 0.658
finalCritPeriodShare_pct = 78.3
fin_skew_ns = 0.00655
rsz0062_at_grt = "false"
setup_tns_ns = 0
fin_ws_ns = 0.782
finalHoldViolCount = 0
fin_crit_ns = 2.82
max_freq_mhz = 355
setup_violations = 0
slew_violations = 0
slew_headroom_pct = 56.1

[setup_path]
arrival_ns = 2.10
path_max_fanout = 7
worstSetupPathType = "reg -> out"
cp-end-kind = "primary output"
r2r_slack_ns = 1.60
required_ns = 2.88
critPathLaunchType = "register"

[power]
p_clk_share_pct = 36.1
totalPowerFinal_mw = 0.774
netSwitchingFraction_pct = 21.9
p_leak_nw = 0.791
pwr-share-comb_pct = 9.8
p_per_area_mw_per_mm2 = 368
p_int_mw = 0.604
vdd_ir_drop_max_mv = 0.142
p_seq_share_pct = 54.1
switchingPower_mw = 0.170

[die]
die_x_um = 80.7
rows = 28
core_area_mm2 = 0.00596
pin_count = 55
die_h_um = 80.7
fp_util_pct = 31.2
die_area_mm2 = 0.00651

[route]
vias_per_cell = 4.51
final_antenna_net_count = 0
wire_per_inst_um = 11.0
finalWirelength_um = 3010
drt_pass1_iterations = 4
drc = 0
antenna_cells = 0
drtIter0Drc = 59
dr_total_vias = 1230

[min_path]
hp-class = "reg -> reg"

[global_route]
grt_max_degree = 17
gr-usage-all-layers_pct = 10.8
overflow = 0
grt_pass1_vias = 1132
grt_pass1_wl_um = 5260
antenna_found_initial = 0

[yosys]
synth-area-yosys_mm2 = 0.00186
avgSynthCellArea_um2 = 9.77
postSynthSeqShare_pct = 43.1
synth-edff-count = 16
async_flop_share_pct = 0
yosys_warnings = 4
synthCells = 190
ys_ff = 32
syn_area_mm2 = 0.00186
flop_cell = "edfxtp_1"
yosysCellCount = 190
synth_cell_type_count = 32

[run]
warnings = 26
cap_violations = 0
## worst paths after layout
path	start	endpoint	cells after the start
max	counter[9]$_SDFFE_PP0P_	m_axis_tlast	5
min	counter[0]$_SDFFE_PP0P_	counter[0]$_SDFFE_PP0P_	2
max reg2reg	counter[9]$_SDFFE_PP0P_	counter[15]$_SDFFE_PP0P_	5
min reg2reg	counter[0]$_SDFFE_PP0P_	counter[0]$_SDFFE_PP0P_	2
## critical path, stage by stage, from the launching register on
cell and delay [ns]:
dfxtp_1 0.37, xor2_1 0.18, nor4_1 0.33, nand4_1 0.34, inv_1 0.13, clkdlybuf4s50_1 0.46
## cell usage in the layout (no fill, tap or decap), types with 7 or more instances in the layout
cell and instances:
xor2_1 35, inv_1 7, clkdlybuf4s50_1 22, nor4_1 7, nand2_1 15, edfxtp_1 16, nor3_1 7, dfxtp_1 16
nand3_1 9, nor2_1 21
## state kept, by name, indices dropped and copies added (netlist names)
name,flops
counter,16
int_frame_length,16
## cell usage after synthesis, types with 4 or more instances
cell type / number / area share (%)
edfxtp_1: 16 / 26
nor3_1: 7 / 1.9
xnor2_1: 6 / 2.8
nand2_1: 15 / 3.0
dfxtp_1: 16 / 17
inv_1: 7 / 1.4
nor4_1: 7 / 2.4
nor2_1: 21 / 4.2
nand3_1: 9 / 2.4
xor2_1: 35 / 17
buf_4: 19 / 7.7
nand4_1: 4 / 1.3
## area by class of cell
| class | instances | share of cell area, % |
|---|---|---|
| flip-flops and latches | 32 | 38.0 |
| inverters | 7 | 1.25 |
| clock buffers | 8 | 4.28 |
| repair buffers | 22 | 10.5 |
| multi-input cells | 129 | 41.5 |
| well taps | 75 | 4.46 |
## power groups by stage
stage / clock network, mW / logic, mW / registers, mW
after CTS: 0.285 / 0.0778 / 0.419
after global routing: 0.309 / 0.0859 / 0.421
final: 0.279 / 0.0762 / 0.418
## kinds of logic after synthesis
kind of cell             synth area share, %
flip-flops                              43.1
AND/OR/NAND/NOR                         23.5
adder cells (fa/ha/maj)                 2.02
AND-OR/OR-AND                           2.29
buffers and inverters                   9.77
XOR/XNOR                                19.3
## stage by stage
| stage | hold slack, ns | utilization (%) | cell area, µm² |
|---|---|---|---|
| floorplan | 0.494 | - | 1860 |
| global route | 0.578 | 35.4 | 2110 |
| CTS | 0.543 | 35.4 | 2110 |
| finish | 0.539 | 35.4 | 2110 |
| detailed placement | 0.534 | 33.8 | 2020 |
| global placement | 0.526 | 33.8 | 2020 |
## metal layers
metal / routed length, µm / GRT usage (%) / share of wire [%]
met4: 64 / 1.61 / 2.1
met2: 1300 / 16.4 / 43
met1: 1480 / 15.9 / 49
met3: 166 / 3.23 / 5.5
met5: 0 / 0 / 0
Power figures rest on the tool's default switching activity, not on a simulated workload.
